### design/flow/run.sh
#!/bin/bash
# OpenROAD 26Q1-2900-gdf79404cd8, Yosys 0.63+post, stock flow scripts
make -C /OpenROAD-flow-scripts/flow DESIGN_CONFIG=/design/flow/config.mk WORK_HOME=/design/flow/orfs finish
### design/flow/config.mk
export PLATFORM = sky130hd
export DESIGN_NAME = Operator
export DESIGN_NICKNAME = Operator
export VERILOG_FILES = /design/flow/design.v
export SDC_FILE = /design/flow/constraint.sdc
export NUM_CORES = 4
export LEC_CHECK = 1
export CORE_UTILIZATION = 30
### design/flow/constraint.sdc
current_design Operator

set clk_period 1.0
set clk_io_pct 0.2

create_clock -name clk0 -period $clk_period [get_ports {clk}]

set non_clock_inputs [all_inputs -no_clocks]
set_input_delay [expr $clk_period * $clk_io_pct] -clock clk0 $non_clock_inputs
set_output_delay [expr $clk_period * $clk_io_pct] -clock clk0 [all_outputs]
### design/flow/design.v
module Operator(
   value,
   clk,
   resetB,
   input1,
   input2,
   type
   );
   output[63:0] value;
   input clk;
   input resetB;
   input [63:0] input1;
   input [63:0] input2;
   input [2:0] type;
   reg[63:0] value;
   reg[63:0] value_next;
   always @(posedge clk or negedge resetB)
   begin
      if(~resetB) begin
          value <= 64'b0;
      end
      else begin
         value <= value_next;
      end
   end
   always @(type or input1 or input2)
   begin
      value_next = 64'b0;
      case (type)
         3'b000 : value_next = input1 + input2;
         3'b001 : value_next = input1 * input2;
         3'b010 : value_next = (input1 > input2) ? input1 : input2;
         3'b011 : value_next = (input1 < input2) ? input1 : input2;
         3'b101 : value_next = {63'b0, input1 > input2};
         3'b110 : value_next = {63'b0, input1 < input2};
         3'b111 : value_next = {63'b0, input1 == input2};
      endcase
   end
endmodule
==> impl_metrics.tcl <==
# implementation run metrics
set metrics [dict create \
    status "finished, violations left" \
    violations "antenna rules, setup timing" \
    cap_violations 0 \
    crit_fanout 7 \
    cts_sinks 64 \
    syn_avg_cell_area_um2 8.68 \
    dieHeight_um 491 \
    place.gp.congestion 1.06 \
    critPathCapture "value[43]" \
    h-tree-depth 3 \
    yosys.area.top_type "fa_1" \
    whs_ns 0.0112 \
    antenna_found_initial 23 \
    worst_path_max_delay_cell "fa_1" \
    die.size.x_um 491 \
    rows 179 \
    synth_stat.cells 8251 \
    largest_reg_flops 64 \
    max-slew-margin-rel 0.431 \
    period_used_share 8.53 \
    cts_tree "done" \
    finalSetupTns_ns -426.93 \
    cp.arrival_ns 8.74 \
    wl_mm 327 \
    warnings 91 \
    tightest_slew_ns 0.850 \
    dr.pass1.iters 7 \
    top_regs "value x64" \
    top_cell "inv_1" \
    io-pin-count 197 \
    instances_no_fill 12567 \
    critical_path.max_stage_delay_ns 0.57 \
    syn_area_mm2 0.0716 \
    first_global_vias 66736 \
    ys_warn_count 1 \
    ys_chip_area_mm2 0.0716 \
    synth-main-ff-cell "dfrtp_1" \
    hold_viol 0 \
    drv_slew 0 \
    worst_slack_ns -7.53 \
    drc 0 \
    grt_start_max_net_pins 35 \
    num_vias 60475 \
    dp_cells 12378 \
    viasPerCell 4.81 \
    drt_iter0_drc 3569 \
    cp.required_ns 1.21 \
    dpl.hpwl_mm 270 \
    synth.distinct_cells 70 \
    top_area_frac 0.512 \
    cpMostUsedCell "fa_1" \
    rsz0062_at_grt "true" \
    clockBufferDepth 2 \
    critPathLaunchType "input pin" \
    wire_per_inst_um 26.0 \
    ant_nets 1 \
    setup_viol 137 \
    grt.overflow.total 0 \
    ys_top_cells_by_area "fa_1 51%, inv_1 11%, ha_1 7.7%" \
    post-route-min-period_ns 8.53 \
    cts_made_buffers 9 \
    synth_seq_share 0.0224 \
    yosys-top-cells-count "2,073 x inv_1, 1,832 x fa_1, 1,264 x nand2_1" \
    cts_root_buf "clkbuf_16" \
    end_kind "flop" \
    critPathLaunch "input2[7]" \
    synth-edff-count 0 \
    area_growth_syn_to_layout_pct 30.0 \
    port_buffers 196 \
    grt_pass1_wl_mm 471 \
    fmax_ghz 0.117 \
    core_mm2 0.238 \
    clk_pin_slew_ns 0.09 \
    fp_util 0.301 \
    layout-drive-gt1-share 0.234 \
    synthCells 8251 \
    die_area_mm2 0.241 \
    ys_ff 64 \
    worstSetupPathType "input pin to flop" \
    top_register "value" \
    hold_class "input pin to asynchronous set/reset pin" \
    grt.total_usage 0.289 \
    synthArstFlopShare 1.00 \
]
[routing by layer]
| layer | vias up | global-route usage | share of wire |
|---|---|---|---|
| li1 | 26096 | - | - |
| met1 | 30785 | 0.376 | 0.37 |
| met2 | 3081 | 0.413 | 0.43 |
| met3 | 501 | 0.147 | 0.14 |
| met4 | 12 | 0.121 | 0.059 |
| met5 | - | 0.00992 | 0.00097 |
[kinds of logic after synthesis]
group / after synthesis / synth area share
DFF: 64 / 0.0224
buffers and inverters: 2585 / 0.136
and+or+nand+nor: 2486 / 0.166
muxes: 15 / 0.00213
AOI/OAI and AO/OA: 604 / 0.0572
xor gates and xnor gates: 227 / 0.0278
adders and majority gates: 2270 / 0.589
[critical path, delay by kind of cell]
family | cells | cell delay (ns)
AOI/OAI and AO/OA | 8 | 1.95
and+or+nand+nor | 1 | 0.15
buffers and inverters | 12 | 1.09
xor gates and xnor gates | 1 | 0.15
adders and majority gates | 11 | 5.16
[metrics by stage]
step           utilization  setup WS, ns  instance area, um^2
4_1_cts              0.384         -7.44                91300
3_5_place_dp         0.368         -8.70                87400
5_1_grt              0.392         -7.66                93100
6_report             0.392         -7.53                93100
2_1_floorplan            -         -7.00                73600
3_3_place_gp         0.368         -8.68                87400
[cell usage in the layout, fill, tap and decap left out, drive strengths merged, types with 64 or more instances in the layout]
| cell | n |
|---|---|
| buf | 1493 |
| inv | 2074 |
| clkdlybuf4s50 | 85 |
| nor2 | 176 |
| nand2 | 1264 |
| o21ai | 111 |
| fa | 1832 |
| dfrtp | 64 |
| and2 | 852 |
| ha | 438 |
| a21oi | 163 |
| xnor2 | 182 |
[what timing repair did]
item	CTS	global route
hold buffers	1	1
endpoints found under the hold margin	33	9
resized	676	392
gates cloned	14	5
buffers inserted	108	58
setup endpoints to repair	128	192
pin swaps	290	199
[worst min-delay path by stage]
stage | cells after the start | slack, ns | end | start
4_1_cts | 2 | 0.43 | value[24] | input2[24]
6_report | 3 | 0.01 | value[45] | resetB
5_1_grt | 3 | 0.02 | value[45] | resetB
[final cells by class]
cell class	instances	area (um^2)
Fill cell	23042	144000
Multi-Input combinational cell	5602	63600
Timing Repair Buffer	1624	15800
Inverter	2075	7800
Tap cell	3167	3960
Sequential cell	64	1610
Clock buffer	10	239
Antenna cell	19	47.5
Clock inverter	6	43.8
