==> design/flow/design.v <==
module ram_loader(
   internalRamAddress,
   internalRamWdata,
   internalRamCEB,
   internalRamWEB,
   externalRamCEB,
   externalRamWEB,
   externalRamOEB,
   externalRamAddress,
   clk,
   resetB,
   externalRamReadData
);
output[9:0] internalRamAddress;
output[63:0] internalRamWdata;
output internalRamCEB;
output internalRamWEB;
output externalRamCEB;
output externalRamWEB;
output externalRamOEB;
output[18:0] externalRamAddress;
input clk;
input resetB;
input[7:0] externalRamReadData;
reg[9:0] internalRamAddress;
reg[63:0] internalRamWdata;
reg internalRamCEB;
reg internalRamWEB;
reg externalRamCEB;
reg externalRamWEB;
reg externalRamOEB;
reg[18:0] externalRamAddress;
reg[9:0] nextInternalRamAddress;
reg[63:0] nextInternalRamWdata;
reg nextInternalRamCEB;
reg nextInternalRamWEB;
reg nextExternalRamCEB;
reg nextExternalRamWEB;
reg nextExternalRamOEB;
reg[18:0] nextExternalRamAddress;
parameter FSM_SIZE = 4;
parameter IDLE     = 4'b0000;
parameter SEND_RD  = 4'b0001;
parameter RD0      = 4'b0010;
parameter RD1      = 4'b0011;
parameter RD2      = 4'b0100;
parameter RD3      = 4'b0101;
parameter RD4      = 4'b0110;
parameter RD5      = 4'b0111;
parameter RD6      = 4'b1000;
parameter RD7      = 4'b1001;
parameter WR       = 4'b1010;
parameter WR2RD    = 4'b1011;
reg[FSM_SIZE-1:0] state;
reg[FSM_SIZE-1:0] next_state;
always @(state or internalRamAddress or externalRamReadData or internalRamWdata
         or externalRamAddress)
  begin
     nextInternalRamAddress = internalRamAddress;
     nextInternalRamWdata = internalRamWdata;
     nextInternalRamCEB = 1'b1;
     nextInternalRamWEB = 1'b1;
     nextExternalRamCEB = 1'b1;
     nextExternalRamWEB = 1'b1;
     nextExternalRamOEB = 1'b1;
     nextExternalRamAddress = externalRamAddress;
     next_state = state;
     case(state)
        IDLE:
           begin
              next_state = SEND_RD;
              nextExternalRamCEB = 1'b0;
              nextExternalRamWEB = 1'b1;
              nextExternalRamOEB = 1'b0;
           end
        SEND_RD:
           begin
              next_state = RD0;
              nextExternalRamCEB = 1'b0;
              nextExternalRamWEB = 1'b1;
              nextExternalRamOEB = 1'b0;
              nextExternalRamAddress = externalRamAddress + 19'h00001;
           end
        RD0:
           begin
              next_state = RD1;
              nextExternalRamCEB = 1'b0;
              nextExternalRamWEB = 1'b1;
              nextExternalRamOEB = 1'b0;
              nextExternalRamAddress = externalRamAddress + 19'h00001;
              nextInternalRamWdata[63:56] = externalRamReadData[7:0];
           end
        RD1:
           begin
              next_state = RD2;
              nextExternalRamCEB = 1'b0;
              nextExternalRamWEB = 1'b1;
              nextExternalRamOEB = 1'b0;
              nextExternalRamAddress = externalRamAddress + 19'h00001;
              nextInternalRamWdata[55:48] = externalRamReadData[7:0];
           end
        RD2:
           begin
              next_state = RD3;
              nextExternalRamCEB = 1'b0;
              nextExternalRamWEB = 1'b1;
              nextExternalRamOEB = 1'b0;
              nextExternalRamAddress = externalRamAddress + 19'h00001;
              nextInternalRamWdata[47:40] = externalRamReadData[7:0];
           end
        RD3:
           begin
              next_state = RD4;
              nextExternalRamCEB = 1'b0;
              nextExternalRamWEB = 1'b1;
              nextExternalRamOEB = 1'b0;
              nextExternalRamAddress = externalRamAddress + 19'h00001;
              nextInternalRamWdata[39:32] = externalRamReadData[7:0];
           end
        RD4:
           begin
              next_state = RD5;
              nextExternalRamCEB = 1'b0;
              nextExternalRamWEB = 1'b1;
              nextExternalRamOEB = 1'b0;
              nextExternalRamAddress = externalRamAddress + 19'h00001;
              nextInternalRamWdata[31:24] = externalRamReadData[7:0];
           end
        RD5:
           begin
              next_state = RD6;
              nextExternalRamCEB = 1'b0;
              nextExternalRamWEB = 1'b1;
              nextExternalRamOEB = 1'b0;
              nextExternalRamAddress = externalRamAddress + 19'h00001;
              nextInternalRamWdata[23:16] = externalRamReadData[7:0];
           end
        RD6:
           begin
              next_state = RD7;
              nextExternalRamCEB = 1'b0;
              nextExternalRamWEB = 1'b1;
              nextExternalRamOEB = 1'b0;
              nextExternalRamAddress = externalRamAddress + 19'h00001;
              nextInternalRamWdata[15:8] = externalRamReadData[7:0];
           end
        RD7:
           begin
              next_state = WR;
              nextInternalRamWdata[7:0] = externalRamReadData[7:0];
           end
        WR:
           begin
              next_state = WR2RD;
              nextInternalRamCEB = 1'b0;
              nextInternalRamWEB = 1'b0;
           end
        WR2RD:
           begin
              next_state = RD0;
              nextInternalRamAddress = internalRamAddress + 10'h001;
              nextExternalRamCEB = 1'b0;
              nextExternalRamWEB = 1'b1;
              nextExternalRamOEB = 1'b0;
              nextExternalRamAddress = externalRamAddress + 19'h00001;
           end
     endcase
  end
always @(posedge clk or negedge resetB)
  begin
     if (~resetB) begin
        internalRamAddress <= 10'h0;
        internalRamWdata <= 64'h0;
        internalRamCEB <= 1'b1;
        internalRamWEB <= 1'b1;
        externalRamCEB <= 1'b1;
        externalRamWEB <= 1'b1;
        externalRamOEB <= 1'b1;
        externalRamAddress <= 19'h0;
        state <= IDLE;
     end
     else begin
        internalRamAddress <= nextInternalRamAddress;
        internalRamWdata <= nextInternalRamWdata;
        internalRamCEB <= nextInternalRamCEB;
        internalRamWEB <= nextInternalRamWEB;
        externalRamCEB <= nextExternalRamCEB;
        externalRamWEB <= nextExternalRamWEB;
        externalRamOEB <= nextExternalRamOEB;
        externalRamAddress <= nextExternalRamAddress;
        state <= next_state;
     end
  end
endmodule
==> design/flow/run.sh <==
#!/bin/bash
# OpenROAD 26Q1-2900-gdf79404cd8, Yosys 0.63+post, stock flow scripts
make -C /OpenROAD-flow-scripts/flow DESIGN_CONFIG=/design/flow/config.mk WORK_HOME=/design/flow/orfs finish
==> design/flow/config.mk <==
export PLATFORM = sky130hd
export DESIGN_NAME = ram_loader
export DESIGN_NICKNAME = ram_loader
export VERILOG_FILES = /design/flow/design.v
export SDC_FILE = /design/flow/constraint.sdc
export NUM_CORES = 4
export LEC_CHECK = 1
export CORE_UTILIZATION = 40
==> design/flow/constraint.sdc <==
current_design ram_loader

set clk_period 3.5
set clk_io_pct 0.2

create_clock -name clk0 -period $clk_period [get_ports {clk}]

set non_clock_inputs [all_inputs -no_clocks]
set_input_delay [expr $clk_period * $clk_io_pct] -clock clk0 $non_clock_inputs
set_output_delay [expr $clk_period * $clk_io_pct] -clock clk0 [all_outputs]
==> run notes <==
Implementation results.

The worst-case clock skew is around 0.011 ns. Looking at the worst setup and hold paths, the clock pins of their registers show a slew of approximately 0.10 ns. The relative max-transition margin is 0.598. The routed design shows a via density per instance of ~4.7.

The logs give a warning total of 25. The class of the most critical setup path is reg2out. The tree is rooted in a clkbuf_8. The startpoint type of the worst setup path is a flip-flop.

The maximum operating frequency is about 0.49 GHz. Data on the critical path is required at its endpoint by between 2 and 3 ns. The most common logic cells in the final layout are clkdlybuf4s50_1, dfrtp_1, mux2_2, xnor2_1, clkbuf_8. The DRC violation total left in the routed layout is recorded as 0. The power report attributes to the clock group a share of 0.276.

The share of total power dissipated in sequential elements is 0.553. The internal power is a little over 2 mW. Yosys reported that registers with async set or reset make up 1.00.

The placeable core area is around 9800 µm². Per the summary, power density relative to cell area is ~500 nW/µm². The delay of the slowest critical-path stage is 0.54 ns.

The net switching power is 664 µW. The cell sequence reported for the critical path is clkdlybuf4s50_1. The largest net degree at the start of global routing is 67.

Yosys mapped the design onto 24 distinct sky130hd cell types. The analysis reports a worst IR drop on VDD of 229 µV. The first-pass GRT wire length is approximately 13000 µm.

Among all flip-flop cells after synthesis, the most frequent one is dfrtp_1. Counting flops with a built-in enable in the synthesized netlist gives 0. In this run the number of cells on the critical path is 1.

The share of the Yosys chip area taken by registers is 0.660. The final antenna-violating net count is 0. The overall die height is 103 µm.

The chip area is 10600 µm². In this run the worst path has a maximum fanout of 2. The final setup violation count is 0. Fill cells in the final layout number 844.

STA classifies the critical path endpoint as an output port. The clock passes through at most 2 buffers. Summing over every cut layer, the via total after detailed routing is 2407. The yosys cell count is 264.

The time the worst path needs with I/O delays and setup is 2.04 ns. For this run, the detailed router's first-pass iteration total came to 6. Dividing the synthesized area by the synthesized cell count gives between 15 and 20 µm².

Looking at the max-slew report, the worst-margin pin has a slew of 0.604 ns. After detailed placement, the design holds a cell count of 493. The worst path arrival time is 1.34 ns.

The die width is 103 µm. Per the detail_route report, routed wire per instance is 16.0 µm. The I/O pin count is roughly 110. The finished layout holds 509 standard cells, fillers aside. The met1 track utilization from global routing is 0.300. The type recorded for the worst min-delay path is in2async. The run finished with clean final reports.

Of the available clock period, the critical path in the final layout requires 0.582. The number of antenna violations at the first check in global routing is 0. The number of global-route vias before repair was 2413.

Total power for the finished layout comes to 2.72 mW. The effective utilization at floorplan is 0.414. For this run the aggregate overflow at the end of global routing stands at 0.

The clock latency at the later pin of the worst-skew pair is 0.35 ns. The number of H-tree levels is 3. The total track usage is 0.173. The summed negative setup slack over all endpoints is 0 ns.

The summed instance area of the synthesized netlist is ~4000 µm². The analysis attributes to cell leakage a power of 2.26 nW. The share of total power dissipated in combinational logic is 0.171. The number of buffers inserted by hold repair at cts is 0.

At the end of routability-driven placement, the weighted congestion stood at 0.737. The number of gates resized after CTS was 0. Per the log, the first TritonRoute iteration ended with a DRC count of approximately 45.

The clock tree from TritonCTS is done. The gate count after technology mapping is 264. The clock net in this run drives a total of ~110 sinks. The max-cap check violation count is 0. met1 is the most crowded layer. The category of cells accounting for the largest share of critical-path delay is flip-flops. Buffers inserted during clock tree synthesis total 9. The number of buffer and inverter instances along the worst setup path is 1. The critical path's slowest cell is dfstp_2. The floorplan row count is 36. The number of slew-limit violations in the final report is 0. The synthesized netlist has a Yosys-reported chip area of 4060 µm². Switching power as a fraction of the total was reported as 0.244.

The area growth from synthesis to layout is 33.7%. Antenna repair during routing inserted a diode count of 0. The flip-flop and latch count after synthesis is 107.

The detailed placement HPWL is 5410 µm. STA on the placed design reports a worst setup slack of 1.71 ns. Setup repair after global routing left no endpoint under its margin. The total wirelength of the detailed-routed design is 8130 µm. The layout cell share with drive strength beyond 1 is 0.239. The number of endpoints with negative hold slack in the final report is 0.

The met3 global-route usage is 0.0600. The leading cell type in the layout, fill and taps excluded is clkdlybuf4s50_1. The number of cells traversed by the worst register-to-register path is 4. The number of buffers added on ports is 106. For this run, global-route usage on met2 was measured as 0.231. In the post-route analysis, the smallest setup slack over all paths is 1.46 ns. Buffers added to address setup during post-CTS repair amount to 0. The number of synthesis warnings is 1.
## cells in the mapped netlist, types with 3 or more instances
| master | number | area share |
|---|---|---|
| mux2_2 | 66 | 0.18 |
| xor2_1 | 4 | 0.0086 |
| xnor2_1 | 23 | 0.050 |
| buf_2 | 5 | 0.0062 |
| nand4_1 | 8 | 0.012 |
| buf_4 | 3 | 0.0055 |
| nor2_1 | 3 | 0.0028 |
| dfrtp_1 | 104 | 0.64 |
| nand2_1 | 9 | 0.0083 |
| nand3_1 | 9 | 0.011 |
| inv_1 | 4 | 0.0037 |
| dfstp_2 | 3 | 0.019 |
| and3_1 | 7 | 0.011 |
## state kept, by name (all words and copies together) (netlist names)
| register | cells |
|---|---|
| externalRamCEB | 1 |
| internalRamAddress | 10 |
| internalRamWEB | 1 |
| state | 12 |
| externalRamAddress | 19 |
| internalRamWdata | 64 |
## kinds of logic after synthesis
kind of cell	Yosys count	synth area share
flops	107	0.660
mux	66	0.183
simple gates	43	0.0628
xor+xnor	27	0.0582
buf+inv	15	0.0219
fa+ha+maj	2	0.00616
other cells	2	0.00185
compound gates	2	0.00616
## cell type report
class,instances,area (µm²),share of cell area
flip-flops and latches,107,2680,0.494
multi-input cells,142,1290,0.238
repair buffers,107,1080,0.199
well taps,133,166,0.0306
clock buffers,12,145,0.0267
clock inverters,4,51.3,0.00945
inverters,4,15.0,0.00276
## worst paths after layout
path / startpoint / to / slack (ns)
max: internalRamWEB / internalRamCEB / 1.46
min: resetB / externalRamAddress[10] / 0.32
max reg2reg: state[1] / externalRamAddress[16] / 1.73
min reg2reg: state[4] / state[10] / 0.38
max in group asynchronous: resetB / state[0] / 2.39
min in group clk0: state[4] / state[10] / 0.38
## layer usage
| metal | share of wire | vias to the layer above |
|---|---|---|
| met4 | 0.0041 | 0 |
| met2 | 0.43 | 83 |
| met1 | 0.48 | 1197 |
| li1 | - | 1125 |
| met5 | 0 | - |
| met3 | 0.085 | 2 |
## through the flow
stage,util,hold WS [ns],cell area [µm²]
finish,0.553,0.324,5430
global route,0.553,0.349,5430
CTS,0.553,0.342,5430
detailed placement,0.533,0.363,5230
global placement,0.533,0.358,5230
floorplan,-,0.349,4060
## power by group through the flow
stage | Clock [mW] | Combinational (mW) | Sequential [mW]
4_1_cts | 0.780 | 0.474 | 1.50
5_1_grt | 0.829 | 0.527 | 1.53
6_report | 0.748 | 0.464 | 1.50
No activity file was given, so power comes from the tool's default toggle rates.
